==> flow/design.v <==
module flopr #(parameter N = 64)(input logic clk, input logic reset, input logic [N-1:0] d, output logic [N-1:0] q);
	always_ff @(posedge clk, posedge reset)
		if (reset)
			q <= '0;
		else
			q <= d;
endmodule
==> flow/run.sh <==
#!/bin/bash
# OpenROAD 26Q1-2900-gdf79404cd8, Yosys 0.63+post, stock flow scripts
make -C /OpenROAD-flow-scripts/flow DESIGN_CONFIG=/design/flow/config.mk WORK_HOME=/design/flow/orfs finish
==> flow/config.mk <==
export PLATFORM = sky130hd
export DESIGN_NAME = flopr
export DESIGN_NICKNAME = flopr
export VERILOG_FILES = /design/flow/design.v
export SDC_FILE = /design/flow/constraint.sdc
export NUM_CORES = 4
export LEC_CHECK = 1
export CORE_UTILIZATION = 50
==> flow/constraint.sdc <==
current_design flopr

set clk_period 1.0
set clk_io_pct 0.2

create_clock -name clk0 -period $clk_period [get_ports {clk}]

set non_clock_inputs [all_inputs -no_clocks]
set_input_delay [expr $clk_period * $clk_io_pct] -clock clk0 $non_clock_inputs
set_output_delay [expr $clk_period * $clk_io_pct] -clock clk0 [all_outputs]
==> impl_metrics.env <==
# flow metrics
export IMPL_die_size_y_um=58.7
export IMPL_largest_area_cell="dfrtp_1"
export IMPL_syn_area_per_cell_um2=24.7
export IMPL_synth_area_um2=1610
export IMPL_port_buffers=129
export IMPL_edf_count=0
export IMPL_synth_top_cell_by_count="dfrtp_1"
export IMPL_place_gp_congestion=0.702
export IMPL_yosys_cells=65
export IMPL_rows=20
export IMPL_die_w_um=58.7
export IMPL_ios=130
export IMPL_stop_stage="detailed placement"
export IMPL_yosysChipArea_um2=1610
export IMPL_error="[ERROR DPL-0036] Detailed placement failed."
export IMPL_ys_seq_share_pct=99.8
export IMPL_yosysWarningCount=1
export IMPL_fp_utilization_pct=52.6
export IMPL_synth_top_cell_area_share_pct=99.8
export IMPL_synth_cells=65
export IMPL_ys_flops=64
export IMPL_netlist_top_cells_area="dfrtp_1, inv_1"
export IMPL_ys_dominant_reg_cell="dfrtp_1"
export IMPL_ys_async_sr_fraction_pct=100
export IMPL_status="did not finish"
export IMPL_synth_cell_types=2
export IMPL_synthTopCellsByCount="dfrtp_1, inv_1"
logic make-up after synthesis:
logic type	Yosys count	synth area share, %
buffers and inverters	1	0.234
flip-flops	64	99.8
stage by stage:
step / cell area, um^2 / hold WS, ns / setup slack (ns) / power [uW]
after floorplan: 1610 / 0.231 / 0.114 / 2800
after global placement: 3000 / 0.614 / 0.0171 / 3340
Power figures rest on the tool's default switching activity, not on a simulated workload.
