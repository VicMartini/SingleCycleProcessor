`./constraint.sdc`:
```
current_design signext

set clk_period 3.8
set clk_io_pct 0.2

create_clock -name clk0 -period $clk_period

set non_clock_inputs [all_inputs -no_clocks]
set_input_delay [expr $clk_period * $clk_io_pct] -clock clk0 $non_clock_inputs
set_output_delay [expr $clk_period * $clk_io_pct] -clock clk0 [all_outputs]
```
`./design.v`:
```
module signext(input logic [31:0] a, output logic[31:0] y);
	always_comb
		begin
			casez(a[31:21])
				11'b111110000?0 : y <=  64'(signed'(a[20:12])); 
				11'b10110100??? : y <= 64'(signed'(a[23:5]));
				default : y <= 0;
			endcase
	end
endmodule
```
`./config.mk`:
```
export PLATFORM = sky130hd
export DESIGN_NAME = signext
export DESIGN_NICKNAME = signext
export VERILOG_FILES = /design/flow/design.v
export SDC_FILE = /design/flow/constraint.sdc
export NUM_CORES = 4
export LEC_CHECK = 1
export CORE_AREA = 10 10 70 70
export DIE_AREA = 0 0 80 80
```
`./run.sh`:
```
#!/bin/bash
# OpenROAD 26Q1-2900-gdf79404cd8, Yosys 0.63+post, stock flow scripts
make -C /OpenROAD-flow-scripts/flow DESIGN_CONFIG=/design/flow/config.mk WORK_HOME=/design/flow/orfs finish
```
==> flow_summary.toml <==
# flow metrics
[timing]
period_used_share = 0.893
hold_viol = 0
report.final.setup_viol = 0
tightest_slew_ns = 0.287
fmax_ghz = 0.295
fin_ws_ns = 0.406
slew_violations = 0
whs_ns = 2.44
rsz0062_at_grt = "false"
min_period_ns = 3.39
relSlewSlack = 0.808
setup_tns_ns = 0

[die]
die_x_um = 80
coreArea_mm2 = 0.00342
chipArea_mm2 = 0.00640
floorplan.core_util = 0.111
ioPinCount = 64
die_h_um = 80
num_rows = 21

[drt]
wire_per_inst_um = 13.3
ant_nets = 0
num_vias = 594
wl_um = 2050
remaining_drc_errors = 0
first_pass_iters = 4
vias_per_cell = 3.86
drt_iter0_markers = 19
diodes = 0

[pwr]
vdd_ir_drop_max_uv = 15.5
power_frac_clock = 0
pwr-share-seq = 0
p_per_area_mw_per_mm2 = 49.7
share_comb_of_total_power = 1.000
switchingPower_uw = 15.6
finalPower_uw = 47.9
intPower_uw = 32.3
swShare = 0.326
power.leakage_uw = 0.000284

[synthesis]
syn_avg_cell_area_um2 = 6.45
synthTopCellsByArea = "buf_4, a32oi_1, a21oi_1"
yosys-top-cells-count = "buf_4, a21oi_1, nand2_1"
post-synth-top-area-fraction = 0.257
top_area_cell = "buf_4"
yosysMostFrequentCell = "buf_4"
yosysWarnings = 1
yosys_area_um2 = 380
yosys_cells = 59
synthesis.instances = 59
ys_types = 13
ys_seq_share = 0
netlist_area_um2 = 380

[run_status]
outcome = "completed"

[placement]
placed_cells = 154
place.gp.congestion = 0.767
place_ws_ns = 0.399
dp_hpwl_um = 1720
portBuffers = 59

[worst_hold_path]
hold_path_class = "input port to primary output"

[global_routing]
grt_pass1_wl_um = 3000
grt_pass1_vias = 604
grt_max_degree = 20
antenna_found_initial = 0
overflow = 0
grt_usage = 0.0563

[layout]
seq_cells = 0
area_growth_pct = 153
clock_buffers = 0
fin_cells = 154
register_area_um2 = 0
layout-drive-gt1-share = 0.0833

[setup_path]
slowest_delay_ns = 0.50
cp.arrival_ns = 2.63
crit_path_cell_trace = "clkdlybuf4s50_1, nor4b_4, nand3_4, a21oi_1, buf_4, clkdlybuf4s50_1"
crit_buf_inv = 3
start_kind = "input port"
crit_required_ns = 3.04
slowest_stage = "clkdlybuf4s50_1"
path_delay_family = "buffers and inverters"
crit_path_end_kind = "primary output"
critical_path_class = "input port to primary output"
cp_max_fo = 14
path_common_cell = "clkdlybuf4s50_1"

[clocking]
cts_hold_repair.buffers = 0
cts_resized = 0
cts_setup_buffers = 0

[flow_run]
warning_count = 37
drv_cap = 0
-- per-layer routing --
| metal | track usage | vias to the layer above | share of wire |
|---|---|---|---|
| met5 | 0 | - | 0 |
| met4 | 0 | 0 | 0 |
| met3 | 0.0170 | 0 | 0.12 |
| met2 | 0.101 | 30 | 0.47 |
| met1 | 0.0679 | 260 | 0.42 |
| li1 | - | 304 | - |
-- power by group through the flow --
stage | Sequential [uW] | Combinational, uW | Clock [uW]
after global routing | 0 | 50.6 | 0
final | 0 | 47.9 | 0
after CTS | 0 | 48.0 | 0
-- worst min-delay path: cells and delay by family --
kind	cells	cell delay [ns]
AND-OR/OR-AND	1	0.06
buffers and inverters	2	0.81
AND/OR/NAND/NOR	1	0.06
-- layout make-up --
cell class | count | area [um^2]
fill | 356 | 2450
multi-input combinational | 43 | 270
tap | 46 | 57.6
timing repair buffer | 65 | 636
-- per-stage QoR --
step | util | cell area (um^2)
global route | 0.282 | 963
detailed placement | 0.282 | 963
global placement | 0.282 | 963
floorplan | - | 380
finish | 0.282 | 963
CTS | 0.282 | 963
-- cell usage in the layout, fill, tap and decap left out --
master / n
nand2_1: 10
nor3b_4: 1
nand4_1: 1
clkdlybuf4s50_1: 59
nor4b_4: 1
buf_4: 6
nand3_4: 1
a21oi_1: 11
nor2_1: 9
a32oi_1: 8
nor3b_1: 1
-- worst paths after layout --
path,startpoint,endpoint,cells after the start
max,a[23],y[31],6
min,a[22],y[17],4
-- logic make-up (layout without fill, tap and decap cells) --
logic type,after synthesis,after routing,share of synthesized area
AND-OR/OR-AND,19,19,0.329
buffers and inverters,16,65,0.289
AND/OR/NAND/NOR,24,24,0.382
Power figures rest on the tool's default switching activity, not on a simulated workload.
